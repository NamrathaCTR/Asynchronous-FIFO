==> flow/constraint.sdc <==
current_design AFIFO

set clk_period 2.8
set clk_io_pct 0.2

create_clock -name clk0 -period $clk_period [get_ports {rclk}]
create_clock -name clk1 -period $clk_period [get_ports {wclk}]

set non_clock_inputs [all_inputs -no_clocks]
set_input_delay [expr $clk_period * $clk_io_pct] -clock clk0 $non_clock_inputs
set_output_delay [expr $clk_period * $clk_io_pct] -clock clk0 [all_outputs]
==> flow/config.mk <==
export PLATFORM = sky130hd
export DESIGN_NAME = AFIFO
export DESIGN_NICKNAME = AFIFO
export VERILOG_FILES = /design/flow/design.v
export SDC_FILE = /design/flow/constraint.sdc
export NUM_CORES = 4
export LEC_CHECK = 1
export CORE_UTILIZATION = 30
==> flow/design.v <==
module AFIFO(rclk,wclk,wrst,rrst,winc,rinc,writeData,readData,full,empty);
input rclk,wclk,wrst,rrst,winc,rinc;
input [7:0] writeData;
`timescale 10ns/1ps
output  full,empty;
output [7:0] readData;
wire wclken;
wire [3:0] readPointer,writePointer;
wire [2:0] waddr;
wire [2:0] raddr;
wire [3:0] readPointerSyncGray,writePointerSyncGray;
wire [3:0] readPointerSync,writePointerSync;
reg [15:0] FIFO [7:0];
writeModule wM(winc,wclk,wrst,readPointerSync,waddr,writePointer,full);
readModule rM(rinc,rclk,rrst,writePointerSync,raddr,readPointer,empty);
Synchronizer S1(rclk,writePointer ,writePointerSyncGray);
Synchronizer S2(wclk,readPointer ,readPointerSyncGray);
GraytoBinary gb1(writePointerSyncGray,writePointerSync);
GraytoBinary gb2(readPointerSyncGray,readPointerSync);
assign readData=FIFO[raddr];
assign wclken=winc & (!full);
always@(posedge wclk)
begin
if(wclken)
FIFO[waddr]=writeData;
end
endmodule
module writeModule(winc,wclk,wrst,readPointerSync,waddr,writePointer,full);
input winc;
input wclk;
input wrst;
input [3:0] readPointerSync;
output [2:0] waddr;
output reg [3:0]  writePointer;
output reg full;
reg [3:0] writePointerB;
reg [3:0]  writePointerBnext;
wire [3:0]  writePointerGraynext;
assign waddr=writePointerB[2:0];
always@(posedge wclk,posedge wrst)
begin
if(wrst)
full=1'b0;
else if((writePointerBnext[3]!=readPointerSync[3]) && (writePointerBnext[2:0]==readPointerSync[2:0]))
full=1'b1;
else
full=1'b0;
end
always@(winc,full,writePointerB)
begin
if(winc && !full)
writePointerBnext=writePointerB+1'b1;
end
BinarytoGray bg2(writePointerBnext,writePointerGraynext);
always@(posedge wclk or posedge wrst)
begin
if(wrst)
begin
writePointerB=4'b0;
writePointer=4'b0;
end
else 
begin
writePointerB<=writePointerBnext;
writePointer<=writePointerGraynext;
end
end
endmodule
module readModule(rinc,rclk,rrst,writePointerSync,raddr,readPointer,empty);
input rinc;
input rclk;
input rrst;
input [3:0]  writePointerSync;
output [2:0] raddr;
output reg [3:0]  readPointer;
output reg  empty;
reg [3:0]  readPointerB;
reg [3:0]  readPointerBnext=4'b0;
wire [3:0]  readPointerGraynext;
assign raddr=readPointerB[2:0];
always@(posedge rclk or posedge rrst)
begin
if(rrst)
empty=1'b1;
else if((readPointerBnext[3:0]==writePointerSync[3:0]))
empty=1'b1;
else
empty=1'b0;
end
always@(rinc,empty,readPointerB)
begin
if(rinc && !empty)
readPointerBnext=readPointerB+1'b1;
end
BinarytoGray bg1(readPointerBnext,readPointerGraynext);
always@(posedge rclk or posedge rrst)
begin
if(rrst)
begin
readPointerB=4'b0;
readPointer=4'b0;
end
else 
begin
readPointerB<=readPointerBnext;
readPointer<=readPointerGraynext;
end
end
endmodule
module BinarytoGray(a,b);
input [3:0] a;
output [3:0] b;
assign b=a^{1'b0,a[3:1]};
endmodule
module GraytoBinary(a,b);
input [3:0] a;
output [3:0] b;
assign b={a[3],a[3]^a[2],a[3]^a[2]^a[1],^a};
endmodule
module Synchronizer(clk, d,q);
input clk;
input [7:0] d;
output reg [7:0] q;
reg [7:0] d2;
always@(clk)
begin
    d2<=d;
	 q<=d2;
end
endmodule
==> flow/run.sh <==
#!/bin/bash
# OpenROAD 26Q1-2900-gdf79404cd8, Yosys 0.63+post, stock flow scripts
make -C /OpenROAD-flow-scripts/flow DESIGN_CONFIG=/design/flow/config.mk WORK_HOME=/design/flow/orfs finish
==> flow_metrics.py <==
# Flow results
metrics = {
    "sta": {
        "untimed_endpoints": 22,
        "skew_ns": 0.00953,
        "hold_violations": 0,
        "worst_pin_slew_ns": 0.637,
        "fin_ws_ns": 0.183,
        "unclocked_pins": 8,
        "drv_slew": 0,
        "slew_headroom_pct": 57.5,
        "setup_viol": 0,
        "rsz0062_at_grt": "no",
        "tns_ns": 0,
    },
    "worst_setup_path": {
        "arrival_ns": 2.06,
        "cp_max_fo": 19,
        "start_kind": "flop",
        "setup.worst_path.end_class": "output port",
        "critical_path_required_ns": 2.24,
        "crit_type": "flop to output port",
    },
    "clock_tree": {
        "cts_tree": "yes",
        "post_cts_buffers": 0,
        "ctsResizeCount": 0,
        "clk_pin_slew_worst_paths_ns": 0.07,
        "postCtsHoldBufs": 0,
    },
    "flow_run": {
        "drv_cap": 0,
        "warning_count": 26,
    },
    "logic_synthesis": {
        "synth_area_leader_cell": "edfxtp_1",
        "yosys_area_sq_um": 3370,
        "yosys_warnings": 8,
        "syn_area_sq_um": 3370,
        "synthCells": 170,
        "edf_count": 64,
        "synthTopCellsByCount": "edfxtp_1, dfrtp_1, xor2_1",
        "synth_top_area_share_pct": 57.0,
        "ys_ff": 88,
        "top_cell": "edfxtp_1",
        "synth_area_per_cell_sq_um": 19.8,
        "async_reset_ff_share_pct": 18.2,
        "ys_cells": 170,
        "synthFlopType": "edfxtp_1",
        "topCellsByArea": "edfxtp_1, dfrtp_1, mux4_1",
        "synth.distinct_cells": 29,
    },
    "final_layout": {
        "syn_to_final_growth_pct": 21.2,
        "finalInstanceArea_sq_um": 4090,
        "fill_cells": 986,
        "comb_area_sq_um": 867,
        "drive_gt1_share_pct": 21.9,
        "flop_area_sq_um": 2440,
    },
    "hold_path": {
        "hold_path_class": "input pin to asynchronous set/reset pin",
    },
    "drt": {
        "wirelength_um": 5490,
        "firstDrtPassIters": 4,
        "num_vias": 1606,
        "remaining_drc_errors": 0,
        "antenna_cells_inserted": 0,
        "viasPerCell": 4.47,
        "drtIter0Drc": 44,
        "wl_per_cell_um": 15.3,
        "antenna_left": 0,
    },
    "placement": {
        "dp_hpwl_um": 3690,
        "dp_slack_ns": 0.415,
        "place_area_sq_um": 3830,
        "gp_congestion": 0.737,
        "numPortBuffers": 22,
    },
    "global_route": {
        "grt_pass1_vias": 1700,
        "grt_use_total_pct": 11.1,
        "grt_overflow": 0,
        "grt_max_degree": 20,
        "grt_pass1_wl_um": 8880,
        "grt_antenna_before_repair": 0,
    },
    "die": {
        "die_w_um": 108,
        "fp_util_pct": 31.0,
        "coreArea_sq_um": 10900,
        "ios": 24,
        "fp-row-count": 38,
        "die_h_um": 108,
        "chipArea_sq_um": 11700,
    },
    "power": {
        "max-vdd-ir-drop_mv": 0.281,
        "p_leak_nw": 1.51,
        "powerDensity_nw_per_um2": 571,
    },
    "status": {
        "status": "finished, final reports clean",
    },
}
-- sequential cells by signal, indices dropped and copies added, names as in the netlist --
signal	flops
FIFO	64
rM.empty	1
rM.readPointer	4
rM.readPointerB	3
rM.readPointerBnext	4
wM.full	1
wM.writePointer	4
wM.writePointerB	3
wM.writePointerBnext	4
-- where the power goes --
part	internal [mW]	switching (mW)	total, mW
Sequential	1.30	0.00130	1.30
Clock	0.592	0.404	0.995
Combinational	0.0178	0.0227	0.0405
-- kinds of logic after synthesis --
logic type | Yosys count | synth area share (%)
xor+xnor | 16 | 4.16
fa+ha+maj | 2 | 0.742
mux | 26 | 15.7
compound gates | 4 | 0.965
buf+inv | 9 | 1.78
simple gates | 25 | 4.12
latches | 8 | 3.56
flops | 80 | 68.9
-- per-layer routing --
| layer | vias up | global-route usage, % | share of wire [%] |
|---|---|---|---|
| met5 | - | 0 | 0 |
| li1 | 753 | - | - |
| met3 | 8 | 5.58 | 8.6 |
| met1 | 788 | 16.7 | 45 |
| met2 | 57 | 15.7 | 45 |
| met4 | 0 | 1.86 | 1.4 |
-- placed cells by master (no fill, tap or decap), types with 6 or more instances in the layout --
| cell | instances |
|---|---|
| mux4_1 | 8 |
| dlxtp_1 | 8 |
| mux2_4 | 8 |
| mux4_2 | 8 |
| clkbuf_8 | 12 |
| edfxtp_1 | 64 |
| clkdlybuf4s50_1 | 22 |
| nor2_1 | 6 |
| xor2_1 | 12 |
| dfrtp_1 | 15 |
| buf_4 | 12 |
-- worst paths after layout --
check                                         from          end  slack [ns]  depth (start not counted)
max in group clk1                             winc   FIFO[0][0]        0.85                          5
min in group clk0               wM.writePointer[1]     rM.empty        0.76                          3
worst min register to register   rM.readPointer[1]      wM.full        0.59                          3
min in group clk1                rM.readPointer[1]      wM.full        0.59                          3
worst max register to register             wM.full   FIFO[0][0]        1.15                          4
worst max-delay path            rM.readPointerB[0]  readData[6]        0.18                          4
max in group asynchronous                     rrst     rM.empty        1.93                          2
worst min-delay path                          wrst      wM.full        0.46                          2
-- critical path, cell delays in order (launching register included) --
cell,delay [ns]
dfrtp_1,0.36
buf_12,0.19
mux4_1,0.58
mux2_4,0.28
clkdlybuf4s50_1,0.41
-- per-stage QoR --
step                std cells  util, %  hold WS (ns)  power [mW]
CTS                       359     37.5         0.457        2.36
detailed placement        340     35.2         0.637        1.36
floorplan                 170        -         0.375        1.33
global route              359     37.5         0.475        2.41
finish                    359     37.5         0.459        2.33
global placement          340     35.2         0.627        1.36
-- cell type report --
| class | instances | area share (%) |
|---|---|---|
| clock buffer | 13 | 4.13 |
| clock inverter | 6 | 2.08 |
| inverter | 4 | 0.368 |
| multi-input combinational | 73 | 21.2 |
| sequential | 88 | 59.8 |
| tap | 140 | 4.29 |
| timing repair buffer | 35 | 8.09 |
Power figures rest on the tool's default switching activity, not on a simulated workload.
